==> ./design.v <==
module npc(PC,imminstr,NPC,pcfour,branch,zero,jump,aluresult);
    input   [31:2]   PC ;        
    input   [25:0]   imminstr ;  
    input            branch ;    
    input            zero;       
    input   [1:0]    jump   ;    
    input   [31:0]   aluresult ; 
    output  [31:2]   NPC ;       
    output  [31:2]   pcfour ;    
    parameter       Nojump = 2'b00, J = 2'b01, JAL = 2'b10, JR = 2'b11; 
    reg   [31:2]    NPC ;
    reg   [31:2]    pcfour ;
    always @(*)
       begin
          pcfour <= PC + 1;       
          if (branch && zero)          
             NPC <= {{14{imminstr[15]}},imminstr[15:0]} + pcfour ;
          else 
             begin
                if ((jump != Nojump)&&(jump != JR))    
                   NPC <= {PC[31:28],imminstr} ;
                else if (jump == JR)       
                   NPC <= aluresult[31:2];
                else if (jump == Nojump)    
                   NPC <= pcfour;
             end
       end
endmodule
==> ./run.sh <==
#!/bin/bash
# OpenROAD 26Q1-2900-gdf79404cd8, Yosys 0.63+post, stock flow scripts
make -C /OpenROAD-flow-scripts/flow DESIGN_CONFIG=/design/flow/config.mk WORK_HOME=/design/flow/orfs finish
==> ./config.mk <==
export PLATFORM = sky130hd
export DESIGN_NAME = npc
export DESIGN_NICKNAME = npc
export VERILOG_FILES = /design/flow/design.v
export SDC_FILE = /design/flow/constraint.sdc
export NUM_CORES = 4
export LEC_CHECK = 1
export CORE_UTILIZATION = 50
==> ./constraint.sdc <==
current_design npc

set clk_period 13.4
set clk_io_pct 0.2

create_clock -name clk0 -period $clk_period

set non_clock_inputs [all_inputs -no_clocks]
set_input_delay [expr $clk_period * $clk_io_pct] -clock clk0 $non_clock_inputs
set_output_delay [expr $clk_period * $clk_io_pct] -clock clk0 [all_outputs]
==> flow_summary.yaml <==
# generated from flow reports
drt:
  num_vias: 3820
  avgRoutedWirePerCell_um: 14.0
  drtPass1Iterations: 4
  via_per_inst: 5.74
  wl_mm: 9.29
  drc: 0
  drt_iter0_markers: 118
  num_antenna_cells: 0
  detail-route-antenna-nets: 0
global_routing:
  track_usage_pct: 28.4
  grt_antenna_before_repair: 0
  grt-ovfl-total: 0
  grt_pass1_vias: 3314
  grt_pass1_wl_mm: 14.8
  grt_max_degree: 60
placement:
  hpwl_mm: 7.51
  gp_congestion: 0.923
  dp_slack_ns: 3.17
  place_inst: 666
  io_buffer_count: 150
setup_path:
  endpoint_kind: "output port"
  max_stage_delay_ns: 0.58
  crit_type: "in2out"
  arrival_ns: 7.64
  critPathSlowestCell: "clkdlybuf4s50_1"
  path_delay_family: "AND-OR/OR-AND gates"
  crit_chain: "clkdlybuf4s50_1 -> ha_1 -> inv_1 -> or3_1 -> nor2_1 -> nand3_1 -> xnor2_1 -> ha_1 -> a21o_1 -> a221oi_1 -> o22ai_1 -> or3_1 -> o221ai_1 -> a21oi_1 -> a21boi_0 -> xor2_1 -> a21oi_1 -> clkdlybuf4s50_1"
  crit_buf_inv: 3
  path_max_fanout: 6
  worstSetupStartpointType: "input port"
  required_ns: 10.72
power:
  power_switching_uw: 83.3
  p_int_uw: 105
  pwr-share-clk_pct: 0
  power_uw: 189
  p_seq_share_pct: 0
  power.leakage_nw: 1.93
  p_per_area_mw_per_mm2: 40.8
  comb_power_share_pct: 100.0
  ir_worst_vdd_mv: 0.0302
  sw_frac_of_total_pct: 44.2
layout:
  flop_area_sq_um: 0
  drive_gt1_share_pct: 2.71
  areaGrowthSynthToFinish_pct: 50.6
  final_common_cell: "clkdlybuf4s50_1"
  nClkBuffers: 0
  most-common-layout-cells: "clkdlybuf4s50_1 (150), a21oi_1 (51), nand2_1 (47)"
  seq_cell_count: 0
  fin_util_pct: 78.1
  fin_cells: 666
hold_path:
  hold_path_depth: 3
  min_from: "PC[14]"
  hold_path_class: "in2out"
  hold_end: "pcfour[14]"
flow_run:
  max-cap-violations: 0
  warning_count: 41
final_timing:
  fin_ws_ns: 3.08
  setup_violations: 0
  hold_viol_final: 0
  finalMaxSlewViolations: 0
  layout_min_cycle_time_ns: 10.32
  fin_crit_sh_pct: 77.0
  fin_setup_tns_ns: 0
  max_freq_mhz: 96.9
  rsz0062_at_grt: "no"
  relSlewSlack_pct: 49.0
  tightestPinTransition_ns: 0.765
yosys:
  synth_warnings: 1
  ys_area_sq_mm: 0.00307
  synth.distinct_cells: 56
  ys_seq_share_pct: 0
  syn_area_per_cell_sq_um: 6.73
  yosys-stat-cells: 456
  netlist_instances: 456
  syn_area_sq_mm: 0.00307
floorplan:
  ioPinCount: 152
  die_w_um: 80.3
  fp_util_pct: 51.8
  die-area_sq_mm: 0.00646
  rows: 28
  core_area_sq_mm: 0.00592
  die_h_um: 80.3
run_status:
  outcome: "finished, final reports clean"
clocking:
  ctsResizeCount: 0
  ctsHoldBuffers: 0
  post-cts-setup-buffer-count: 0
==> cell families after synthesis <==
logic type / Yosys count / share of synthesized area (%)
buffers and inverters: 31 / 3.79
adder cells (fa/ha/maj): 38 / 15.7
XOR/XNOR: 52 / 15.7
AND-OR/OR-AND: 152 / 30.7
AND/OR/NAND/NOR: 157 / 25.6
multiplexers: 26 / 8.48
==> power groups by stage <==
stage / Clock, mW / Sequential [mW] / Combinational, mW
4_1_cts: 0 / 0 / 0.189
5_1_grt: 0 / 0 / 0.209
6_report: 0 / 0 / 0.189
==> cell type report <==
class | count | area, sq um
Fill cell | 454 | 1300
Inverter | 13 | 48.8
Multi-Input combinational cell | 425 | 2960
Tap cell | 75 | 93.8
Timing Repair Buffer | 153 | 1520
==> through the flow <==
step           area [sq um]  hold slack [ns]
2_1_floorplan          3070             5.38
3_3_place_gp           4620             6.37
3_5_place_dp           4620             6.37
4_1_cts                4620             6.38
5_1_grt                4620             6.41
6_report               4620             6.37
==> worst max path at each step <==
stage / end / cells past startpoint / slack (ns) / start
4_1_cts: NPC[31] / 18 / 3.16 / PC[2]
5_1_grt: NPC[31] / 18 / 2.74 / PC[2]
6_report: NPC[27] / 18 / 3.08 / PC[2]
==> Yosys cell counts, drive strengths merged (13+ instances only) <==
master / n / area (sq um)
a211oi: 23 / 173
a21o: 14 / 105
a21oi: 51 / 255
clkbuf: 15 / 56.3
ha: 37 / 463
inv: 13 / 48.8
mux2i: 26 / 260
nand2: 47 / 176
nand3: 20 / 100
nor2: 41 / 154
o21ai: 35 / 175
xnor2: 34 / 298
xor2: 18 / 184
==> per-layer routing <==
metal | up-vias | routed length [um] | global-route usage [%]
met2 | 124 | 4480 | 50.6
met1 | 1703 | 4210 | 38.6
li1 | 1987 | - | -
met4 | 0 | 48 | 1.96
met5 | - | 0 | 0
met3 | 6 | 554 | 2.31
No activity file was given, so power comes from the tool's default toggle rates.

**design/flow/design.v**
```verilog
module regfile(a1,a2,a3,writedata,rd1,rd2,regwe,clk,rst);   
    input   [4:0]   a1,a2,a3;       
    input   [31:0]  writedata;      
    input           regwe;          
    input           clk,rst;            
    output  [31:0]  rd1,rd2;        
    reg   [31:0]   rf[31:0];    
    wire           regwe;
    integer         i;
    always @(negedge clk or posedge rst)
       begin
          if (rst)
             for (i=0;i<32;i=i+1)   
                rf[i] <= 32'b0;           
          else if (regwe)          
                rf[a3] <= writedata;
       end
    assign rd1 = (a1 != 0) ? rf[a1] : 0 ; 
    assign rd2 = (a2 != 0) ? rf[a2] : 0 ;
endmodule
```
**design/flow/run.sh**
```bash
#!/bin/bash
# OpenROAD 26Q1-2900-gdf79404cd8, Yosys 0.63+post, stock flow scripts
make -C /OpenROAD-flow-scripts/flow DESIGN_CONFIG=/design/flow/config.mk WORK_HOME=/design/flow/orfs finish
```
**design/flow/config.mk**
```make
export PLATFORM = sky130hd
export DESIGN_NAME = regfile
export DESIGN_NICKNAME = regfile
export VERILOG_FILES = /design/flow/design.v
export SDC_FILE = /design/flow/constraint.sdc
export NUM_CORES = 4
export LEC_CHECK = 1
export CORE_UTILIZATION = 40
```
**design/flow/constraint.sdc**
```tcl
current_design regfile

set clk_period 7.0
set clk_io_pct 0.2

create_clock -name clk0 -period $clk_period [get_ports {clk}]

set non_clock_inputs [all_inputs -no_clocks]
set_input_delay [expr $clk_period * $clk_io_pct] -clock clk0 $non_clock_inputs
set_output_delay [expr $clk_period * $clk_io_pct] -clock clk0 [all_outputs]
```
==> results.txt <==
status: finished with violations
failing checks: negative setup slack
Util after Layout: 0.516
Post-synth EDFFs: 0
hold crit path type: flip-flop to flip-flop
CP Class: flip-flop to output pin
Top Registers: rf x992
core area: 126000 um2
WL final: 305 mm
Detailed Place HPWL: 200 mm
Main synth FF type: dfrtn_1
crit path DRT: 5.60 ns
largest net degree at the start of global routing: 112
VDD IR max: 0.000242 V
Largest register FFs: 992
FILL cells: 10900
Syn. warnings: 2
P_leak: 28.8 nW
htree depth: 3
CTS Root Cell: clkbuf_16
CTS Buf Count: 114
Seq/Total Area, Yosys: 0.488
TritonCTS clock tree: yes
port bufs: 113
Clock Skew: 0 ns
CP Max Fanout: 2
YS chip area: 50900 um2
RSZ-0062 raised after global routing: true
clock buffer depth: 3
Num Clock Sinks: 992
worst-margin pin slew: 1.29 ns
routed len/inst: 47.1 um
Setup WS pre-CTS: -0.350 ns
Final TNS setup: -14.53 ns
critical path's most frequent cell: buf_6
CP max-delay cell: or4_4
die width: 359 um
WHS: 0.469 ns
crit path DAT: 6.05 ns
Worst-path clk slew: 0.05 ns
number of routed nets with antenna violations: 0
Area Growth Syn to Fin: 27.6%
Mapped Cells: 4294
die y size: 359 um
crit-path max cell delay: 0.56 ns
sequence of cells on the critical path: buf_6 -> nand3b_1 -> a21oi_2 -> a311oi_2 -> buf_4 -> o2111ai_2 -> or4_4 -> buf_6
DR pass1 iterations: 9
Synth async-reset ratio: 1.00
Top reg by flops: rf
startpoint types: flip-flop
pwr/cell area: 273 nW/um2
Fin. Hold Viols: 0
WP buf/inv: 3
Netlist cell types: 68
vias in the first global route: 45700
FP Util: 0.404
Syn Area/Cell: 11.9 um2
MaxCap Viol Count: 0
Total Routing Usage GR: 0.497
I/O pin cnt: 114
Synth flops: 992
critical path's top delay family: simple AND/OR/NAND/NOR gates
final worst slack: -0.448 ns
DR vias: 46500
crit end category: output pin
ratio of cells with drive above 1 in the final layout: 0.481
DRC Markers: 0
post-DR vias/cell: 7.17
Die Size: 129000 um2
clk latency of the worst-skew pair: 0.69 ns
GRT overflow: 0
Core Rows: 130
first-pass GRT wire length: 409 mm
Netlist Area Pre-Place: 50900 um2
Max-slew headroom: 0.142
initial DRC count: 5482
Final setup viols: 60
ys cells: 4294
Placer Congestion: 1.04
antenna violations before repair: 27
tool warnings: 33
fin. max-slew vios: 0
-- logic make-up after synthesis --
group	share of synthesized area
AND-OR/OR-AND	0.130
buffers and inverters	0.0366
AND/OR/NAND/NOR	0.101
flip-flops	0.488
multiplexers	0.245
-- layer usage --
layer,up-vias,share of wire,global-route usage
met3,1308,0.17,0.314
met2,3922,0.39,0.641
met5,-,0.0017,0.0241
met1,23700,0.36,0.639
met4,34,0.079,0.278
li1,17500,-,-
-- cell usage after synthesis (52+ instances only) --
cell type / count / area, um2
mux2i_1: 90 / 901
dfrtn_1: 992 / 24800
nand2_1: 81 / 304
nand4_1: 130 / 813
a2111oi_0: 63 / 552
buf_1: 52 / 195
nor2_1: 106 / 398
clkbuf_1: 285 / 1070
and3_1: 221 / 1380
mux2_2: 1018 / 11500
nand3_1: 129 / 646
a22oi_1: 554 / 4160
buf_2: 73 / 365
-- stage by stage --
step	power (mW)	cell area (um2)	std cells
detailed placement	10.9	58500	6163
finish	17.7	65000	6482
global placement	10.9	58500	6163
global route	18.2	64900	6460
floorplan	9.30	50900	4294
CTS	17.5	64100	6442
-- power breakdown --
group / leakage (nW) / internal, mW / switching, mW
logic: 14.2 / 1.73 / 1.54
clock network: 1.92 / 3.73 / 2.73
registers: 12.7 / 6.96 / 1.05
total: 28.8 / 12.4 / 5.32
-- what timing repair did --
item                       CTS  global route
pin swaps                  193           113
setup buffers               70            15
resized                    508           114
setup endpoints to repair   64            64
hold buffers                 0             0
hold endpoints to repair     0             0
-- path summary, 6_finish.rpt --
check,to,depth (start not counted),slack [ns],start
worst max-delay path,rd2[31],8,-0.45,rf[18][31]$_DFFE_NP0P_
worst min-delay path,rf[12][13]$_DFFE_NP0P_,1,0.47,rf[12][13]$_DFFE_NP0P_
worst max register to register,rf[20][24]$_DFFE_NP0P_,3,6.00,rf[20][24]$_DFFE_NP0P_
worst min register to register,rf[12][13]$_DFFE_NP0P_,1,0.47,rf[12][13]$_DFFE_NP0P_
max in group asynchronous,rf[29][29]$_DFFE_NP0P_,4,1.46,rst
min in group asynchronous,rf[2][7]$_DFFE_NP0P_,3,4.66,rst
-- layout by cell type, fill, tap and decap left out, types with 12 or more instances in the layout --
cell	count
mux2i_1	86
buf_6	32
clkinv_2	24
nand2_2	12
a222oi_1	22
or3_4	12
dfrtn_1	992
nor2_4	71
a32oi_1	19
nor3_1	33
clkbuf_8	17
a22oi_2	19
nand3_1	114
nand4_1	130
nand3b_1	13
and3_1	167
and3_4	56
clkbuf_1	15
diode_2	26
a22o_1	48
or4_4	47
clkdlybuf4s50_1	39
a2111oi_4	47
clkinvlp_4	16
o21ai_0	13
bufinv_16	14
mux2_2	1007
nand2_1	68
a21oi_1	27
a22oi_1	535
clkbuf_16	116
buf_12	119
o2bb2ai_1	12
nor2_1	30
a2111oi_2	18
buf_2	50
buf_4	490
nand2b_1	20
-- area by class of cell --
type                       instances  area [um2]  area share
sequential                       992       24800       0.382
multi-input combinational       2861       26900       0.415
antenna                           26        65.1     0.00100
inverter                           9        37.5    0.000578
clock inverter                    65         781      0.0120
timing repair buffer             731        7070       0.109
clock buffer                     148        3190      0.0491
tap                             1650        2060      0.0318
Power is estimated from default activity; no workload was simulated.
